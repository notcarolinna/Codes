<file path="flow/config.mk">
export PLATFORM = sky130hd
export DESIGN_NAME = RTL
export DESIGN_NICKNAME = RTL
export VERILOG_FILES = /design/flow/design.v
export SDC_FILE = /design/flow/constraint.sdc
export NUM_CORES = 4
export LEC_CHECK = 1
export CORE_AREA = 10 10 70 70
export DIE_AREA = 0 0 80 80
</file>
<file path="flow/constraint.sdc">
current_design RTL

set clk_period 1.8
set clk_io_pct 0.2

create_clock -name clk0 -period $clk_period [get_ports {clock}]

set non_clock_inputs [all_inputs -no_clocks]
set_input_delay [expr $clk_period * $clk_io_pct] -clock clk0 $non_clock_inputs
set_output_delay [expr $clk_period * $clk_io_pct] -clock clk0 [all_outputs]
</file>
<file path="flow/design.v">
module RTL (
  input clock, reset,
  output [3:0] saida  
);
reg  [3:0] r1, r2;  
wire [3:0] soma;
always @(posedge clock, posedge reset)  
begin
  if (reset ==  1) begin  
    r1 <= 4'h1;
    r2 <= 4'h0;
  end
  else begin  
    r1 <= soma;
    r2 <= r1;
  end
end
assign soma  = r1 + r2;
assign saida = soma;
endmodule
</file>
<file path="flow/run.sh">
#!/bin/bash
# OpenROAD 26Q1-2900-gdf79404cd8, Yosys 0.63+post, stock flow scripts
make -C /OpenROAD-flow-scripts/flow DESIGN_CONFIG=/design/flow/config.mk WORK_HOME=/design/flow/orfs finish
</file>
==> flow_metrics.env <==
# physical design summary
export IMPL_firstDrtPassIters=3
export IMPL_clockRootBuffer="clkbuf_4"
export IMPL_crit_path_cell_trace="ha_1 -> a21o_1 -> a21oi_2 -> xnor2_2 -> buf_2"
export IMPL_cts_tree="yes"
export IMPL_fp_util_pct=8.94
export IMPL_rsz0062_at_grt="true"
export IMPL_slew_headroom_pct=81.0
export IMPL_antenna_found_initial=0
export IMPL_grt_max_degree=9
export IMPL_track_usage_pct=1.82
export IMPL_hold_path_class="input port to async pin"
export IMPL_ys_flops=8
export IMPL_critPathMaxStageDelay_ps=400
export IMPL_crit_path_max_fanout=2
export IMPL_routed_wl_um=544
export IMPL_wire_per_inst_um=7.16
export IMPL_hpwl_um=396
export IMPL_rows=21
export IMPL_num_io_pins=6
export IMPL_tool_warnings=27
export IMPL_fin_worst_skew_ps=12.4
export IMPL_setup_ws_ps=-80.3
export IMPL_clk_path_buf_depth=2
export IMPL_r2r_start="r1[1]"
export IMPL_vias=174
export IMPL_reg2reg_depth=6
export IMPL_slowest_stage="dfrtp_1"
export IMPL_end_kind="output pin"
export IMPL_worstSetupPathType="flop to output pin"
export IMPL_r2r_end="r1[3]"
export IMPL_hold_viol=0
export IMPL_arrival_ps=1520
export IMPL_ir_drop_v=0.000160
export IMPL_clk_latency_ps=260
export IMPL_die_w_um=80
export IMPL_areaGrowthSynthToFinish_pct=57.0
export IMPL_max_slew_worst_pin_slew_ps=285
export IMPL_period_needed_ps=1880
export IMPL_drive_gt1_share_pct=50.0
export IMPL_ys_cells=18
export IMPL_grt_pass1_wl_um=910
export IMPL_finalWeightedCongestion=0.724
export IMPL_slew_viol_final=0
export IMPL_drtIter0Drc=6
export IMPL_cp_start_kind="flop"
export IMPL_h_tree_depth=1
export IMPL_cts_clk_slew_worst_paths_ps=60
export IMPL_p_leak_uw=0.000271
export IMPL_antenna_left=0
export IMPL_cp_required_ps=1440
export IMPL_via_per_inst=2.29
export IMPL_die_height_um=80
export IMPL_route_detailed_drc=0
export IMPL_yosys_warnings=1
export IMPL_seq_area_frac_synth_pct=66.0
export IMPL_stdcell_area_um2=479
export IMPL_setup_viol=3
export IMPL_status="complete, but fails checks"
export IMPL_violations="setup timing"
export IMPL_max_cap_viol_count=0
export IMPL_max_freq_mhz=532
export IMPL_fin_crit_sh_pct=104
export IMPL_synth_area_um2=305
export IMPL_powerDensity_nw_per_um2=696
export IMPL_numCtsBuffers=3
export IMPL_yosys_stat_area_um2=305
export IMPL_io_buffers=5
export IMPL_synth_avg_cell_area_um2=17.0
export IMPL_postCtsHoldBufs=0
export IMPL_grt_overflow_total=0
export IMPL_finalPower_uw=333
export IMPL_crit_buf_inv=1
export IMPL_path_delay_family="flip-flops"
export IMPL_place_area_um2=420
export IMPL_syn_instance_count=18
export IMPL_ys_types=9
export IMPL_dieArea_um2=6400
export IMPL_coreArea_um2=3420
export IMPL_antenna_cells=0
export IMPL_cts_sinks=8
export IMPL_rrSetupSlack_ps=340
export IMPL_grt_pass1_vias=206
==> worst max path at each step <==
| stage | slack, ps | from | end | cells past startpoint |
|---|---|---|---|---|
| after global routing | -160 | r1[1] | saida[3] | 5 |
| after CTS | -90 | r1[1] | saida[3] | 5 |
| final | -80 | r1[1] | saida[3] | 5 |
==> where the power goes <==
| group | internal, uW | leakage, uW | total, uW | switching [uW] |
|---|---|---|---|---|
| registers | 180 | 0.000108 | 180 | 0 |
| clock network | 84.9 | 0.0000150 | 148 | 63.1 |
| logic | 2.03 | 0.000148 | 5.38 | 3.36 |
| total | 267 | 0.000271 | 333 | 66.5 |
==> placed cells by master, fill, tap and decap left out <==
master,Yosys,final
a21o_1,1,1
a21oi_2,1,1
buf_2,0,3
buf_4,0,3
clkbuf_1,0,1
clkbuf_4,0,3
clkdlybuf4s50_1,0,1
dfrtp_1,7,7
dfstp_2,1,1
dlymetal6s2s_1,0,1
fa_2,0,1
ha_1,3,2
ha_4,0,1
inv_1,1,1
xnor2_2,0,1
xor2_1,2,1
xor2_2,0,1
==> cell type report <==
cell class | count | area, um2
fillers | 390 | 2940
flip-flops and latches | 8 | 201
multi-input cells | 9 | 130
repair buffers | 8 | 60.1
well taps | 46 | 57.6
clock buffers | 4 | 26.3
inverters | 1 | 3.75
==> metal layers <==
layer | share of wire (%) | up-vias | global-route usage [%]
met4 | 5.0 | 0 | 0.880
met2 | 45 | 7 | 2.65
met1 | 37 | 84 | 1.83
li1 | - | 81 | -
met5 | 0 | - | 0
met3 | 12 | 2 | 1.48
==> state kept, by name (all words and copies together), names as in the netlist <==
register and flops:
r1 4, r2 4
==> through the flow <==
stage	instances	worst slack, ps	hold WS (ps)	setup TNS, ps	utilization (%)
final	76	-80.3	336	-163	14.0
after global routing	76	-164	360	-372	14.0
after CTS	76	-91.7	341	-232	13.5
after detailed placement	70	-234	371	-575	12.3
after global placement	70	-231	368	-554	12.3
after floorplan	18	357	175	0	-
==> cells in the mapped netlist <==
| cell | n | area [um2] |
|---|---|---|
| dfstp_2 | 1 | 26.3 |
| xor2_1 | 2 | 17.5 |
| inv_1 | 1 | 3.75 |
| xnor2_1 | 1 | 8.76 |
| fa_1 | 1 | 20.0 |
| dfrtp_1 | 7 | 175 |
| ha_1 | 3 | 37.5 |
| a21oi_2 | 1 | 8.76 |
| a21o_1 | 1 | 7.51 |
==> timing repair <==
item / 4_1_cts / 5_1_grt
gates resized: 13 / 3
pin swaps: 4 / 0
setup buffers: 2 / 0
cloned: 0 / 0
setup endpoints to repair: 4 / 4
hold endpoints to repair: 0 / 0
==> cells by family after synthesis <==
family,Yosys count,synth area share (%)
compound gates,2,5.33
xor+xnor,3,8.61
fa+ha+maj,4,18.9
buf+inv,1,1.23
flops,8,66.0
Power figures rest on the tool's default switching activity, not on a simulated workload.
